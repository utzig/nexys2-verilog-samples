## flow/run.sh

```bash
#!/bin/bash
# OpenROAD 26Q1-2900-gdf79404cd8, Yosys 0.63+post, stock flow scripts
make -C /OpenROAD-flow-scripts/flow DESIGN_CONFIG=/design/flow/config.mk WORK_HOME=/design/flow/orfs finish
```

## flow/config.mk

```make
export PLATFORM = sky130hd
export DESIGN_NAME = uart
export DESIGN_NICKNAME = uart
export VERILOG_FILES = /design/flow/design.v
export SDC_FILE = /design/flow/constraint.sdc
export NUM_CORES = 4
export LEC_CHECK = 1
export CORE_UTILIZATION = 50
```

## flow/constraint.sdc

```tcl
current_design uart

set clk_period 2.2
set clk_io_pct 0.2

create_clock -name clk0 -period $clk_period [get_ports {clk}]

set non_clock_inputs [all_inputs -no_clocks]
set_input_delay [expr $clk_period * $clk_io_pct] -clock clk0 $non_clock_inputs
set_output_delay [expr $clk_period * $clk_io_pct] -clock clk0 [all_outputs]
```

## flow/design.v

```verilog
module uart
(
	input                clk,
	input                rxd,
	output reg           txd,
	input        [7:0]   data_in,
	output       [7:0]   data_out,
	input                rd,
	input                wr,
	output reg           rda,
	output reg           tbe,
	output       [3:0]   leds
);
parameter IDLE=4'b0001, START=4'b0010, DATA=4'b0100, END=4'b1000;
reg [3:0] tx_sm;
reg [3:0] rx_sm;
parameter txdivisor = 8'd217;
parameter rxdivisor = 8'd54;
reg    [7:0]  txcounter;
reg    [7:0]  txdata;
reg           txclk;
reg    [3:0]  txbit;
reg    [2:0]  idle_cycle;
reg    [7:0]  rxcounter;
reg    [7:0]  rxdata;
reg    [2:0]  rxclkcnt;
reg           rxclk;
reg    [3:0]  rxbit;
initial begin
	txcounter = 8'd0;
	rxcounter = 8'd0;
	txclk = 1'b0;
	rxclk = 1'b0;
	rxclkcnt = 3'd0;
	txd = 1'b1;
	tx_sm = IDLE;
	rx_sm = IDLE;
	idle_cycle = 3'd0;
	tbe = 1'b1;
end
assign data_out = rxdata;
assign leds[3:0] = rx_sm[3:0];
always @(posedge clk) begin
	if (txcounter == txdivisor) begin
		txcounter <= 8'd0;
		txclk <= ~txclk;
	end else
		txcounter <= txcounter + 8'd1;
end
always @(posedge txclk) begin
	if (tx_sm == IDLE) begin
		txd <= 1'b1;
		if (wr == 1'b1)
			tx_sm <= START;
	end else if (tx_sm == START) begin
		tbe <= 1'b0;
		txd <= 1'b0;
		txbit <= 4'd0;
		txdata <= data_in;
		tx_sm <= DATA;
	end else if (tx_sm == DATA) begin
		if (txbit == 4'd8) begin
			txbit <= 4'd0;
			txd <= 1'b1;
			tx_sm <= END;
		end else begin
			txd <= txdata[0];
			txdata <= { 1'b0, txdata[7:1] };
			txbit <= txbit + 4'd1;
		end
	end else if (tx_sm == END) begin
		tbe <= 1'b1;
		if (wr == 1'b0)
			tx_sm <= IDLE;
	end
end
always @(posedge clk) begin
	if (rxcounter == rxdivisor) begin
		rxcounter <= 8'd0;
		rxclk <= ~rxclk;
	end else
		rxcounter <= rxcounter + 8'd1;
end
always @(posedge rxclk) begin
	if (rx_sm == IDLE) begin
		rxclkcnt <= 3'd0;
		if (rd == 1'b1)
			rx_sm <= START;
	end else if (rx_sm == START) begin
		rda <= 1'b0;
		if (rxclkcnt == 3'd0 || rxclkcnt == 3'd1 || rxclkcnt == 3'd2) begin
			if (rxd == 1'b0)
				rxclkcnt <= rxclkcnt + 3'd1;
			else
				rxclkcnt <= 3'd0;
		end else if (rxclkcnt == 3'd3) begin
			rxclkcnt <= 3'd0;
			rxbit <= 4'd0;
			rxdata <= 8'd0;
			rx_sm <= DATA;
		end
	end else if (rx_sm == DATA) begin
		if (rxbit == 3'd8) begin
			rxclkcnt <= 3'd0;
			rx_sm <= END;
		end else if (rxclkcnt == 3'd1) begin
			rxdata <= { rxdata[6:0], rxd };
			rxclkcnt <= rxclkcnt + 3'd1;
		end else if (rxclkcnt == 3'd3) begin
			rxclkcnt <= 3'd0;
			rxbit <= rxbit + 3'd1;
		end else
			rxclkcnt <= rxclkcnt + 3'd1;
	end else if (rx_sm == END) begin
		if (rxclkcnt == 3'd3) begin
			rda <= 1'b1;
			if (rd == 1'b0)
				rx_sm <= IDLE;
		end else
			rxclkcnt <= rxclkcnt + 3'd1;
	end
end
endmodule
```

==> impl_metrics.env <==
# flow metrics
export IMPL_yosysCellCount=257
export IMPL_ctsResizeCount=0
export IMPL_wl_per_cell_um=11.62
export IMPL_die_area_um2=5762
export IMPL_ys_sh_mux_pct=1.191
export IMPL_crit_chain="inv_1, ha_1, nor4b_1, and2_1"
export IMPL_yosysTopAreaCell="edfxtp_1"
export IMPL_grt_pass1_vias=1723
export IMPL_status="complete, no violations"
export IMPL_cp_required_ns=2.13
export IMPL_grt_usage_pct=16.42
export IMPL_cts_tree="built"
export IMPL_swShare_pct=17.46
export IMPL_worstSetupStartpointType="register"
export IMPL_placed_cells=346
export IMPL_initCoreUtil_pct=52.81
export IMPL_place_detailed_hpwl_mm=3.028
export IMPL_cp_end_kind="register"
export IMPL_netlist_area_um2=2731
export IMPL_warnings=34
export IMPL_drt_initial_drc_count=109
export IMPL_synthAoiAreaFrac_pct=6.322
export IMPL_async_flop_share_pct=0
export IMPL_cts_hold_repair_buffers=0
export IMPL_ys_sh_simple_pct=21.67
export IMPL_wl_mm=4.054
export IMPL_synth_edff_count=36
export IMPL_num_vias=1757
export IMPL_root_buffer="clkbuf_8"
export IMPL_final_util_pct=59.75
export IMPL_area_leaders="edfxtp_1, dfxtp_1, ha_1, nand2_1, nor2_1"
export IMPL_synth_distinct_cells=43
export IMPL_critPathSlowestCell="dfxtp_1"
export IMPL_placed_area_um2=3049
export IMPL_crit_arrival_ns=1.38
export IMPL_clk_pin_slew_ns=0.06
export IMPL_holdCritPathClass="register to register"
export IMPL_post_route_period_util_pct=65.87
export IMPL_clock_latency_ns=0.24
export IMPL_instances_no_fill=349
export IMPL_fillCellCount=443
export IMPL_max_slew_margin_pct=61.17
export IMPL_rsz0062_at_grt="false"
export IMPL_cp_max_fo=6
export IMPL_power_frac_seq_pct=58.1
export IMPL_setup_violations_final=0
export IMPL_layout_setup_ws_ns=0.7508
export IMPL_ys_sh_adder_pct=6.413
export IMPL_drc=0
export IMPL_p_leak_nw=1.166
export IMPL_vdd_drop_max_mv=0.3481
export IMPL_worst_slew_pin_slew_ns=0.5764
export IMPL_post_cts_buffers=0
export IMPL_antenna_found_initial=0
export IMPL_routed_via_density=5.034
export IMPL_maxCapViolations=0
export IMPL_drive_gt1_share_pct=5.376
export IMPL_synth_warnings=2
export IMPL_grt_max_degree=21
export IMPL_crit_type="register to register"
export IMPL_cts_path_max_buffers=2
export IMPL_first_pass_iters=4
export IMPL_logic_family="simple AND/OR/NAND/NOR gates"
export IMPL_detail_route_antenna_nets=0
export IMPL_pwr_share_comb_pct=3.8
export IMPL_yosys_register_bits=56
export IMPL_die_w_um=75.91
export IMPL_synthFlopType="edfxtp_1"
export IMPL_yosysChipArea_um2=2731
export IMPL_postSynthSeqShare_pct=54.24
export IMPL_pwr_share_clk_pct=38.1
export IMPL_io_pins=27
export IMPL_period_needed_ns=1.449
export IMPL_htreeDepth=1
export IMPL_numCtsBuffers=3
export IMPL_core_area_um2=5172
export IMPL_die_h_um=75.91
export IMPL_p_per_area_nw_per_um2=184.4
export IMPL_skew_ns=0.0007033
export IMPL_gp_congestion=0.8006
export IMPL_syn_inst=257
export IMPL_untimed_endpoints=87
export IMPL_syn_avg_cell_area_um2=10.63
export IMPL_hold_viol=0
export IMPL_internal_power_mw=0.4703
export IMPL_max_stage_delay_ns=0.34
export IMPL_setup_tns_ns=0
export IMPL_grt_pass1_wl_mm=7.507
export IMPL_slew_viol_final=0
export IMPL_grt_overflow=0
export IMPL_preCtsSetupSlack_ns=0.7858
export IMPL_insertedDiodeCount=0
export IMPL_unclocked_regs=38
export IMPL_rows=26
export IMPL_ys_sh_xor_pct=5.772
export IMPL_top_area_share_pct=39.58
export IMPL_portBuffers=26
export IMPL_fin_area_um2=3090
export IMPL_p_switching_mw=0.09949
export IMPL_areaGrowthSynthToFinish_pct=13.15
export IMPL_max_freq_ghz=0.6900
[per-stage QoR]
stage | total power [mW] | hold slack (ns)
3_3_place_gp | 0.3601 | 0.4479
5_1_grt | 0.5880 | 0.4922
3_5_place_dp | 0.3601 | 0.4577
2_1_floorplan | 0.3398 | 0.4294
6_report | 0.5698 | 0.4686
4_1_cts | 0.5775 | 0.4670
[critical path: cells and delay by family, from the launching register on]
family / cells / cell delay [ns]
and+or+nand+nor: 2 / 0.60
DFF: 1 / 0.34
adders and majority gates: 1 / 0.13
buffers and inverters: 1 / 0.07
[Yosys cell counts (2+ instances only)]
library cell   n
nor3_1         7
dfxtp_1       20
a21oi_1        5
xnor2_1       11
mux2_2         2
nand3_1       10
nand2b_1       5
clkbuf_1       8
and2_1        11
a211o_1        2
inv_1         17
ha_1          14
nor3b_1        4
o211ai_1       2
buf_6          2
o21ai_0        5
xor2_1         7
edfxtp_1      36
nor2_1        27
and3_1         8
nand3b_1       2
nand2_1       30
o32ai_1        2
[cells in the final DEF, fill, tap and decap left out, drive strengths merged, types with 10 or more instances in the layout]
cell type,count
edfxtp,36
nand2,30
nor2,27
clkdlybuf4s50,26
dfxtp,20
inv,18
ha,14
xnor2,11
and2,11
nand3,10
[layout make-up]
| class | instances | area, um^2 | share of cell area (%) |
|---|---|---|---|
| tap | 70 | 87.58 | 2.834 |
| clock buffer | 3 | 41.29 | 1.336 |
| inverter | 18 | 67.56 | 2.186 |
| timing repair buffer | 29 | 282.8 | 9.150 |
| multi-input combinational | 173 | 1130 | 36.56 |
| sequential | 56 | 1481 | 47.94 |
[kinds of logic after synthesis]
kind of cell	Yosys count
AND-OR/OR-AND	24
XOR/XNOR	18
adder cells (fa/ha/maj)	14
buffers and inverters	28
flip-flops	56
multiplexers	3
AND/OR/NAND/NOR	114
[final timing paths]
path / from / end / slack, ns / cells past startpoint
worst max register to register: rxcounter[0] / rxclk / 0.75 / 4
worst min register to register: rxcounter[5] / rxcounter[5] / 0.47 / 1
worst max-delay path: rxcounter[0] / rxclk / 0.75 / 4
worst min-delay path: rxcounter[5] / rxcounter[5] / 0.47 / 1
[metal layers]
layer	GRT usage (%)	share of wire, %
met1	30.39	55
met4	1.154	0.39
met5	0	0
met2	24.45	43
met3	0.8568	1.6
[power by group through the flow]
stage	clock [mW]	sequential (mW)	combinational (mW)
final	0.217	0.331	0.0216
after global routing	0.234	0.331	0.0232
after CTS	0.225	0.331	0.0217
[flip-flops by register name, summed over array words and instances (netlist names)]
name       cells
rxcounter      8
rxdata         8
txcounter      8
txdata         8
rx_sm          4
rxbit          4
tx_sm          4
txbit          4
rxclkcnt       3
rda            1
rxclk          1
tbe            1
txclk          1
txd            1
Power and IR drop assume default switching activity.
