<file path="./run.sh">
#!/bin/bash
# OpenROAD 26Q1-2900-gdf79404cd8, Yosys 0.63+post, stock flow scripts
make -C /OpenROAD-flow-scripts/flow DESIGN_CONFIG=/design/flow/config.mk WORK_HOME=/design/flow/orfs finish
</file>
<file path="./config.mk">
export PLATFORM = sky130hd
export DESIGN_NAME = stopwatch
export DESIGN_NICKNAME = stopwatch
export VERILOG_FILES = /design/flow/design.v
export SDC_FILE = /design/flow/constraint.sdc
export NUM_CORES = 4
export LEC_CHECK = 1
export CORE_UTILIZATION = 50
</file>
<file path="./constraint.sdc">
current_design stopwatch

set clk_period 3.8
set clk_io_pct 0.2

create_clock -name clk0 -period $clk_period [get_ports {btn}]
create_clock -name clk1 -period $clk_period [get_ports {clk}]

set non_clock_inputs [all_inputs -no_clocks]
set_input_delay [expr $clk_period * $clk_io_pct] -clock clk0 $non_clock_inputs
set_output_delay [expr $clk_period * $clk_io_pct] -clock clk0 [all_outputs]
</file>
<file path="./design.v">
module sevenseg
(
	input              clk1,
	input       [3:0]  digit0,
	input       [3:0]  digit1,
	input       [3:0]  digit2,
	input       [3:0]  digit3,
	input       [1:0]  decplace,
	output reg  [6:0]  seg1,
	output reg  [3:0]  an1,
	output             dp1
);
reg   [16:0]  cnt;
reg   [3:0]   digit;
always @(cnt[16:15]) begin
	case (cnt[16:15])
		2'b11:   an1 <= 4'b1110;
		2'b10:   an1 <= 4'b1101;
		2'b01:   an1 <= 4'b1011;
		default: an1 <= 4'b0111;
	endcase
end
always @(cnt[16:15] or digit0 or digit1 or digit2 or digit3) begin
	case (cnt[16:15])
		2'b00:   digit <= digit0;
		2'b01:   digit <= digit1;
		2'b10:   digit <= digit2;
		default: digit <= digit3;
	endcase
	case (digit)
		4'h0:    seg1 <= 7'b1000000;
		4'h1:    seg1 <= 7'b1111001;
		4'h2:    seg1 <= 7'b0100100;
		4'h3:    seg1 <= 7'b0110000;
		4'h4:    seg1 <= 7'b0011001;
		4'h5:    seg1 <= 7'b0010010;
		4'h6:    seg1 <= 7'b0000010;
		4'h7:    seg1 <= 7'b1111000;
		4'h8:    seg1 <= 7'b0000000;
		4'h9:    seg1 <= 7'b0010000;
		4'hA:    seg1 <= 7'b0001000;
		4'hB:    seg1 <= 7'b0000011;
		4'hC:    seg1 <= 7'b1000110;
		4'hD:    seg1 <= 7'b0100001;
		4'hE:    seg1 <= 7'b0000110;
		default: seg1 <= 7'b0001110;
	endcase
end
assign dp1 = ~((decplace[0] ^ cnt[15]) & (decplace[1] ^ cnt[16]));
always @(posedge clk1) begin
	cnt <= cnt + 1;
end
endmodule
module stopwatch
(
	input           clk,
	input           btn,
	output   [6:0]  seg,
	output   [3:0]  an,
	output          dp
);
reg  [27:0]  counter;
reg  [3:0]   sec0;
reg  [3:0]   sec1;
reg  [3:0]   min0;
reg  [3:0]   min1;
reg          counting;
sevenseg sevenseg0 (
	.clk1      ( clk    ),
	.digit0    ( min1   ),
	.digit1    ( min0   ),
	.digit2    ( sec1   ),
	.digit3    ( sec0   ),
	.decplace  ( 2'b10  ),
	.seg1      ( seg    ),
	.an1       ( an     ),
	.dp1       ( dp     )
);
always @(posedge btn) begin
	counting <= ~counting;
end
always @(posedge clk) begin
	if (counting == 1'b1) begin
		counter <= counter + 1;
		if (counter == 50000000) begin
			counter <= 1;
			sec0 <= sec0 + 1;
		end
		if (sec0 == 4'hA) begin
			sec1 <= sec1 + 1;
			sec0 <= 0;
		end
		if (sec1 == 4'h6) begin
			min0 <= min0 + 1;
			sec1 <= 0;
		end
		if (min0 == 4'hA) begin
			min1 <= min1 + 1;
			min0 <= 0;
		end
		if (min1 == 4'h6) min1 <= 0;
	end
end
endmodule
</file>
==> reports/qor.yml <==
grt:
  overflow: 0
  grt_use_total_pct: 18.9
  grt_pass1_vias: 2203
  grt_max_degree: 31
  grt_pass1_wl_mm: 10.4
  antenna_found_initial: 0
placement:
  pre_cts_slack_ps: 669
  hpwl_mm: 4.23
  place_congestion: 0.819
  portBuffers: 12
timing:
  fin_skew_ps: 7.04
  worst_pin_slew_ps: 708
  grt_setup_unrepaired: "no"
  setup_viol: 0
  tns_ps: 0
  final-hold-violation-count: 0
  slew_violations: 0
  layout_setup_ws_ps: 330
  max_slew_margin_pct: 52.4
setup_path:
  cp_max_fo: 10
  ff2ff_path_depth: 6
  slowest_delay_ps: 640
  crit_type: "flop to primary output"
  crit_chain: "mux4_2 > inv_1 > ha_1 > inv_1 > mux4_2 > clkdlybuf4s50_1"
  r2r_end: "sec0[0]"
  crit_buf_inv: 3
  crit_path_end_kind: "primary output"
  worst_ep_required_time_ps: 3040
  reg2reg_from: "counter[0]"
  crit_path_start_kind: "flop"
  cpLargestDelayFamily: "multiplexers"
  r2r_slack_ps: 1560
  slowest_stage: "mux4_2"
  arrival_ps: 2710
routing:
  avgRoutedWirePerCell_um: 14.4
  drc_errors: 0
  vias_per_cell: 5.66
  via_count: 2359
  drt_first_iter_violations: 129
  antenna_cells: 0
  ant_nets: 0
  first_pass_iters: 4
  wirelength_mm: 5.99
synth:
  largest_area_cell: "edfxtp_1"
  ys.flops: 62
  syn_area_per_cell_um2: 10.8
  xor_share_pct: 9.35
  synth_cell_types: 46
  aoi_share_pct: 5.31
  logic_family: "simple AND/OR/NAND/NOR gates"
  ys_sh_adder_pct: 6.14
  yosysCellCount: 320
  syn-instance-count: 320
  synthMuxAreaShare_pct: 5.67
  synthesis.area_um2: 3470
  ys_top_cells_by_area: "edfxtp_1, dfxtp_1, xnor2_1"
  yosysWarnings: 2
  synth_top_area_share_pct: 38.1
  yosys-stat-area_um2: 3470
  synth_seq_share_pct: 48.5
  ys_sh_simple_pct: 21.3
finish:
  comb_area_um2: 1650
  drive_gt1_share_pct: 10.9
  lay_top_count: "edfxtp_1"
  final.fill_count: 531
  regArea_um2: 1680
  syn_to_final_growth_pct: 10.7
  layout_top_cells: "edfxtp_1, nor2_1, xnor2_1, nand2_1"
status:
  status: "completed"
clocking:
  post_cts_hold_buffer_count: 0
  cts.path.max_buffers: 2
  post_cts_resized: 0
  htree_levels: 3
  cts_tree: "yes"
  cts_buffers: 9
  cts_root_buffer: "clkbuf_8"
  postCtsSetupBuffers: 0
  clkTransAtPathRegs_ps: 70
pwr:
  p_leak_nw: 1.39
  max-vdd-ir-drop_uv: 247
  p_per_area_nw_per_um2: 339
min_path:
  hold_end: "counter[4]"
  min-delay-start: "counting"
  min_path_cells: 1
  worstHoldPathType: "flop to flop"
floorplan:
  core_um2: 6530
  fp_util_pct: 53.1
  rows: 29
  die_h_um: 85.3
  die_area_um2: 7270
  num_io_pins: 14
  die_width_um: 85.3
flow_run:
  cap_viol_max_count: 0
  warnings: 37
state kept, by name, indices dropped and copies added (netlist names):
signal         cells
counter           28
sevenseg0.cnt     17
min0               4
min1               4
sec0               4
sec1               4
counting           1
synthesized netlist by cell type, drive strengths merged:
cell type and count:
and3 6, edfxtp 44, clkbuf 4, nor2 31
a32o 1, nor2b 2, o21ai 8, or2 3
nor4 6, dfxtp 18, mux4 5, nor3 6
o31ai 2, a21oi 10, or4b 3, nand3 19
o41ai 2, and4 4, ha 17, buf 6
xnor2 28, mux2i 5, xor2 9, nand2 27
or3 2, nor3b 3, and4bb 1, or4 4
o22ai 4, a21o 2, o21a 1, nand2b 5
nand4 11, nor4b 2, mux2 3, inv 16
per-stage QoR:
| stage | area [um^2] | util [%] | hold slack, ps | instances | power [mW] |
|---|---|---|---|---|---|
| after floorplan | 3470 | - | 383 | 320 | 0.729 |
| after global placement | 3630 | 55.5 | 398 | 401 | 0.729 |
| after detailed placement | 3630 | 55.5 | 400 | 401 | 0.729 |
| after CTS | 3840 | 58.8 | 391 | 417 | 1.32 |
| after global routing | 3840 | 58.8 | 404 | 417 | 1.34 |
| final | 3840 | 58.8 | 396 | 417 | 1.30 |
report_power, final:
| part | internal (mW) | switching, mW | total [mW] |
|---|---|---|---|
| combinational | 0 | 0 | 0.000000624 |
| sequential | 0.714 | 0 | 0.714 |
| clock | 0.319 | 0.269 | 0.588 |
| total | 1.03 | 0.269 | 1.30 |
routing by layer:
metal	GRT usage [%]	up-vias	wire [um]
li1	-	1203	-
met1	36.1	1096	3210
met2	24.6	54	2350
met3	4.34	6	370
met4	1.97	0	57
met5	0	-	0
worst max path at each step:
stage | from | to | slack [ps] | cells past startpoint
global route | sevenseg0.cnt[15] | seg[3] | 160 | 6
CTS | sevenseg0.cnt[15] | seg[3] | 300 | 6
finish | sevenseg0.cnt[15] | seg[3] | 330 | 6
kinds of logic after synthesis:
logic type | count (synthesis)
buffers and inverters | 26
AND/OR/NAND/NOR | 135
flip-flops | 62
XOR/XNOR | 37
adder cells (fa/ha/maj) | 17
AND-OR/OR-AND | 30
multiplexers | 13
cell type report:
cell class / count / area share [%]
clock inverter: 5 / 0.946
inverter: 16 / 1.57
tap: 77 / 2.51
multi-input combinational: 232 / 43.1
clock buffer: 11 / 4.53
sequential: 62 / 43.8
timing repair buffer: 14 / 3.52
No activity file was given, so power comes from the tool's default toggle rates.
